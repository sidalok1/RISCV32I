==> ./design.v <==
`timescale 1ns / 1ps
module controller(
    input [6:0] opcode,
    input [2:0] funct3,
    input [6:0] funct7,
    output reg RegWrite,
    output reg [1:0] ALUSrc,
    output reg [3:0] ALUOp,
    output reg MemWrite,
    output reg MemRead,
    output reg MemToReg,
    output reg Branch,
    output reg Link,
    output reg BranchFromPC,
    output reg ReverseBranchCondition
    );
    always @ ( opcode or funct3 or funct7 ) begin
        case (opcode)
            7'b0110011 : begin  
                ALUSrc = 2'b00;
                case (funct3)
                    'h7 : ALUOp = 4'b0000;
                    'h6 : ALUOp = 4'b0001;
                    'h5 : ALUOp = {1'b1, 1'b0, 1'b0, funct7[5]};
                    'h4 : ALUOp = 4'b0101;
                    'h3 : ALUOp = 4'b1101;
                    'h2 : ALUOp = 4'b1100;
                    'h1 : ALUOp = 4'b1010;
                    'h0 : ALUOp = {1'b0, funct7[5], 1'b1, 1'b0};
                endcase
                MemRead = 0;
                MemToReg = 0;
                MemWrite = 0;
                RegWrite = 1;
            end
            7'b0010011 : begin  
                ALUSrc = 1;
                case (funct3)
                    'h7 : ALUOp = 4'b0000;
                    'h6 : ALUOp = 4'b0001;
                    'h5 : ALUOp = {1'b1, 1'b0, 1'b0, funct7[5]};
                    'h4 : ALUOp = 4'b0101;
                    'h3 : ALUOp = 4'b1101;
                    'h2 : ALUOp = 4'b1100;
                    'h1 : ALUOp = 4'b1010;
                    'h0 : ALUOp = 4'b0010;
                endcase
                MemRead = 0;
                MemToReg = 0;
                MemWrite = 0;
                RegWrite = 1;
            end
            7'b0110111,  
            7'b0010111 : begin  
                ALUSrc = {~opcode[5], 1'b1};
                ALUOp = 4'b0010;
                MemRead = 0;
                MemToReg = 0;
                MemWrite = 0;
                RegWrite = 1;
            end
            7'b0000011 : begin  
                ALUSrc = 2'b01;
                ALUOp = 4'b0010;
                MemRead = 1;
                MemToReg = 1;
                MemWrite = 0;
                RegWrite = 1;
            end
            7'b0100011 : begin  
                ALUSrc = 2'b01;
                ALUOp = 4'b0010;
                MemRead = 0;
                MemToReg = 0;
                MemWrite = 1;
                RegWrite = 0;
            end
            7'b1100011 : begin  
                ALUSrc = 2'b00;
                case (funct3)
                    'h7 : begin ALUOp = 4'b1101; ReverseBranchCondition = 0; end
                    'h6 : begin ALUOp = 4'b1101; ReverseBranchCondition = 1; end
                    'h5 : begin ALUOp = 4'b1100; ReverseBranchCondition = 0; end
                    'h4 : begin ALUOp = 4'b1100; ReverseBranchCondition = 1; end
                    'h1 : begin ALUOp = 4'b0110; ReverseBranchCondition = 1; end
                    'h0 : begin ALUOp = 4'b0110; ReverseBranchCondition = 0; end
                endcase
                MemRead = 0;
                MemToReg = 0;
                MemWrite = 0;
                RegWrite = 0;
            end
            7'b1100111,  
            7'b1101111 : begin  
                ALUSrc = 2'b00;
                ALUOp = 4'b1111;
                MemRead = 0;
                MemToReg = 0;
                MemWrite = 0;
                RegWrite = 1;
                ReverseBranchCondition = 0;
            end
            default : begin  
                ALUSrc = 2'b00;
                ALUOp = 4'b1111;
                MemRead = 0;
                MemWrite = 0;
                MemToReg = 0;
                MemWrite = 0;
                RegWrite = 0;
            end
        endcase
        if (opcode[6:4] == 'b110) begin
            Branch = 1;
            Link = (opcode[2]) ? 1 : 0;
            BranchFromPC = (opcode[2]) ? (opcode[3]) : 1;
        end
        else  begin
            Branch = 0;
            Link = 0;
            BranchFromPC = 0;
        end
    end
endmodule
==> ./run.sh <==
#!/bin/bash
# OpenROAD 26Q1-2900-gdf79404cd8, Yosys 0.63+post, stock flow scripts
make -C /OpenROAD-flow-scripts/flow DESIGN_CONFIG=/design/flow/config.mk WORK_HOME=/design/flow/orfs finish
==> ./config.mk <==
export PLATFORM = sky130hd
export DESIGN_NAME = controller
export DESIGN_NICKNAME = controller
export VERILOG_FILES = /design/flow/design.v
export SDC_FILE = /design/flow/constraint.sdc
export NUM_CORES = 4
export LEC_CHECK = 1
export CORE_AREA = 10 10 70 70
export DIE_AREA = 0 0 80 80
==> ./constraint.sdc <==
current_design controller

set clk_period 2.1
set clk_io_pct 0.2

create_clock -name clk0 -period $clk_period

set non_clock_inputs [all_inputs -no_clocks]
set_input_delay [expr $clk_period * $clk_io_pct] -clock clk0 $non_clock_inputs
set_output_delay [expr $clk_period * $clk_io_pct] -clock clk0 [all_outputs]
==> flow_summary_export.csv <==
group,metric,value,unit
outcome,status,"complete, no violations",
setup_path,cp_max_fo,2,
sta,min_period,2.023,ns
die,core,3416,µm²
finish,stdcell_count,145,
finish,drive_gt1_share,43.43,%
die,die_x,80,µm
sta,unclocked_regs,5,
synthesis,syn_inst,53,
power_and_ir_drop,p_leak,0.3913,nW
placement,dpl_cell_area,803.3,µm²
setup_path,end_kind,"output pin",
setup_path,start_kind,"primary input",
synthesis,netlist_area,386.6,µm²
placement,dp_hpwl,1323,µm
die,row_count,21,
die,dieHeight,80,µm
placement,port_buffers,25,
sta,report.final.slew_viol_count,0,
synthesis,yosys_warnings,1,
clock_tree,postCtsHoldBufs,0,
detailed_routing,antenna_left,0,
global_route,grt_max_degree,10,
detailed_routing,dr_total_vias,579,
setup_path,worst-path-stages,6,
sta,setup_violations,0,
job,drv_cap,0,
worst_hold_path,hp-class,"primary input to output pin",
setup_path,crit_chain,"buf_2 > and2b_1 > or4b_4 > buf_6 > a32oi_2 > buf_2",
global_route,first_global_vias,612,
global_route,antenna_found_initial,0,
sta,tns,0,ns
setup_path,slowest_stage,"or4b_4",
finish,area_delta_synth_final,124.3,%
setup_path,slowest_delay,0.48,ns
sta,finalCritPeriodShare,96.34,%
global_route,overflow,0,
detailed_routing,drt_wl_total,1613,µm
placement,routabilityCongestion,0.7854,
placement,post-place-ws,-0.5320,ns
synthesis,ys_ff,5,
setup_path,critical_path.startpoint,"opcode[6]",
finish,stdcell_area,867.1,µm²
sta,untimed_endpoints,10,
sta,setup_ws,0.07680,ns
global_route,grt_pass1_wl,2725,µm
setup_path,cp_data_arrival_time,1.60,ns
synthesis,yosysUniqueCellTypes,29,
detailed_routing,diodes,0,
synthesis,syn_avg_cell_area,7.295,µm²
setup_path,crit_family,"simple AND/OR/NAND/NOR gates",
setup_path,critical_path_class,"primary input to output pin",
power_and_ir_drop,ir_drop,27.88,µV
die,chip_area,6400,µm²
die,io_pins,31,
placement,dp_cells,138,
detailed_routing,drtPass1Iterations,4,
sta,max_slew_margin,79.74,%
synthesis,synth_stat.cells,53,
sta,max_slew.worst_pin.slew,0.3029,ns
setup_path,endpoint,"ALUSrc[0]",
detailed_routing,routed_via_density,3.993,
global_route,grt_usage,4.985,%
die,initial_utilization,11.32,%
setup_path,cp_num_buf_inv,3,
synthesis,yosys_area,386.6,µm²
sta,fmax,494.3,MHz
detailed_routing,dr.first_iter.drc_count,32,
detailed_routing,wl_per_cell,11.12,µm
job,warning_count,38,
sta,hold_violations,0,
setup_path,crit_top_cell,"buf_2",
setup_path,cp.required,1.68,ns
detailed_routing,drc,0,
power_and_ir_drop,power_density,118.3,nW/µm²
metal layers:
metal  GRT usage (%)  share of wire [%]  vias up
met5               0                  0        -
met4               0                  0        0
met3           1.932                 10        0
met2           8.748                 47       20
met1           5.937                 43      270
li1                -                  -      289
cells by family after synthesis:
| family | after synthesis | synth area share [%] |
|---|---|---|
| AND/OR/NAND/NOR | 24 | 39.80 |
| AND-OR/OR-AND | 17 | 32.04 |
| buffers and inverters | 7 | 8.735 |
| latches | 5 | 19.42 |
cell usage after synthesis:
| master | count | area, µm² |
|---|---|---|
| a32o_1 | 1 | 10.01 |
| a2bb2oi_1 | 1 | 8.760 |
| clkbuf_1 | 1 | 3.750 |
| o21a_1 | 1 | 7.510 |
| inv_1 | 3 | 11.26 |
| nor3b_1 | 2 | 15.01 |
| nor2b_1 | 3 | 18.77 |
| a32oi_1 | 1 | 8.760 |
| dlxtn_1 | 5 | 75.07 |
| nand2b_1 | 2 | 12.51 |
| a311oi_1 | 1 | 8.760 |
| o21ai_0 | 3 | 15.01 |
| or2b_1 | 1 | 7.510 |
| a311o_1 | 1 | 10.01 |
| nor4b_1 | 1 | 8.760 |
| nand4bb_1 | 1 | 11.26 |
| buf_4 | 2 | 15.01 |
| and4bb_2 | 1 | 12.51 |
| inv_2 | 1 | 3.750 |
| o221ai_1 | 1 | 8.760 |
| o221a_2 | 1 | 11.26 |
| nor3_1 | 1 | 5.000 |
| o31ai_1 | 2 | 15.01 |
| and2b_1 | 1 | 7.510 |
| nor2_1 | 5 | 18.77 |
| a21oi_1 | 4 | 20.02 |
| nand2_1 | 4 | 15.01 |
| nand3b_1 | 1 | 7.510 |
| or4b_4 | 1 | 13.76 |
where the power goes:
part           switching (mW)  internal, mW
logic                  0.0410        0.0584
registers            0.000521       0.00259
clock network               0             0
total                  0.0415        0.0610
tightest hold or removal path: stages:
cell and delay, ns:
clkbuf_2 0.13, o21a_1 0.12, dlygate4sd2_1 0.20
final cells by class:
cell class                 count  area (µm²)
fill                         370        2549
tap                           46       57.56
multi-input combinational     41       320.3
sequential                     5       75.07
timing repair buffer          49       399.1
inverter                       4       15.01
flip-flops by register name, summed over array words and instances, names as in the netlist:
signal / cells
ALUOp: 4
ReverseBranchCondition: 1
worst min-delay path by stage:
stage                 cells past startpoint      start  slack (ns)            to
after CTS                                 4  opcode[5]        1.37       MemRead
after global routing                      3  opcode[3]        1.32  BranchFromPC
final                                     3  opcode[3]        1.29  BranchFromPC
cell usage in the layout, fill, tap and decap left out:
cell and instances:
o221ai_1 1, nor4b_1 1, a32oi_2 1, dlygate4sd2_1 4
nor3b_2 1, nand2_1 4, nor2_2 1, buf_4 19
nand2b_1 2, a311oi_1 1, o31ai_1 2, or4b_4 1
nor2b_1 3, clkdlybuf4s50_1 11, a2bb2oi_1 1, nor3b_1 1
nand3b_1 1, a311o_1 1, clkdlybuf4s15_1 1, nor3_4 1
buf_2 3, or2b_1 1, nand4bb_4 1, and4bb_2 1
inv_2 2, buf_6 5, o21ai_0 3, inv_1 2
a32o_1 1, a21oi_1 4, o221a_2 1, dlxtn_1 5
clkbuf_2 6, o21a_1 1, nor2_1 4, and2b_1 1
stage by stage:
stage | power, mW | util (%) | hold slack, ns
detailed placement | 0.09539 | 23.52 | 1.910
floorplan | 0.03180 | - | 0.8535
finish | 0.1025 | 25.38 | 1.286
CTS | 0.09953 | 25.27 | 1.374
global placement | 0.09502 | 23.52 | 1.914
global route | 0.1121 | 25.38 | 1.322
repair_timing:
action                                  CTS  global route
gates resized                            31            15
pin swaps                                 7             3
endpoints found under the setup margin    9             6
cloned                                    0             0
setup buffers                             7             0
Power figures rest on the tool's default switching activity, not on a simulated workload.
