==> /design/flow/design.v <==
`timescale 1ns / 1ps
module registerFile(
    input clk,
    input [4:0] rs1,
    input [4:0] rs2,
    input [4:0] rd,
    input [31:0] data_in,
    output reg [31:0] data_1,
    output reg [31:0] data_2,
    input RegWrite
    );
    reg [31:0] regs [0:31];
    integer i;
    initial begin
        for (i = 0; i < 32; i = i + 1) begin
            regs[i] = 32'b0;
        end
        regs[3] = 32'h400;  
    end
    always @ ( rs1 or rs2 ) begin
        data_1 = regs[rs1];
        data_2 = regs[rs2];
    end
    always @ ( posedge clk ) begin
        if ( RegWrite && rd ) regs[rd] = data_in;
    end
endmodule
==> /design/flow/run.sh <==
#!/bin/bash
# OpenROAD 26Q1-2900-gdf79404cd8, Yosys 0.63+post, stock flow scripts
make -C /OpenROAD-flow-scripts/flow DESIGN_CONFIG=/design/flow/config.mk WORK_HOME=/design/flow/orfs finish
==> /design/flow/config.mk <==
export PLATFORM = sky130hd
export DESIGN_NAME = registerFile
export DESIGN_NICKNAME = registerFile
export VERILOG_FILES = /design/flow/design.v
export SDC_FILE = /design/flow/constraint.sdc
export NUM_CORES = 4
export LEC_CHECK = 1
export CORE_UTILIZATION = 40
==> /design/flow/constraint.sdc <==
current_design registerFile

set clk_period 6.0
set clk_io_pct 0.2

create_clock -name clk0 -period $clk_period [get_ports {clk}]

set non_clock_inputs [all_inputs -no_clocks]
set_input_delay [expr $clk_period * $clk_io_pct] -clock clk0 $non_clock_inputs
set_output_delay [expr $clk_period * $clk_io_pct] -clock clk0 [all_outputs]
==> results_dict.tcl <==
# yosys + openroad results
set metrics [dict create \
    yosysWarnings 1 \
    setup_viol 0 \
    top_logic_kind "multiplexers" \
    yosysTopAreaCell "edfxtp_1" \
    cts_buffers 103 \
    simple_gate_share 0.04709 \
    largest_register_ffs 1024 \
    dp_hpwl_um 87580 \
    grtUsageTotal 0.2624 \
    wl_um 150800 \
    yosysChipArea_sq_um 48760 \
    path_class "input pin to output port" \
    vdd_drop_max_v 0.0002239 \
    cts_root_buffer "clkbuf_16" \
    final.setup.tns_ns 0 \
    grt_pass1_vias 31538 \
    portBuffers 112 \
    synthAoiAreaFrac 0.08048 \
    die-area_sq_um 123300 \
    cts_resized 0 \
    overflow 0 \
    maxSlewHeadroom 0.3645 \
    grt_max_degree 72 \
    core-area_sq_um 120400 \
    cts.htree.levels 3 \
    ys_top_cells_by_count "edfxtp_1, mux2i_1, nand2_1" \
    nFillCells 10380 \
    hp-class "input pin to flip-flop" \
    power_mw 15.84 \
    die_w_um 351.1 \
    cts_sinks 1024 \
    p_per_area_nw_per_um2 282.8 \
    hold_buffers 0 \
    worst_slew_pin_slew_ns 0.9502 \
    critPathArrivalTime_ns 4.17 \
    crit_path_end_kind "output port" \
    period_needed_ns 5.372 \
    p_leak_nw 20.60 \
    status "finished, final reports clean" \
    rsz0062_at_grt "no" \
    synth_flops 1024 \
    drc 0 \
    drv_cap 0 \
    grt_first_pass_wirelength_um 215000 \
    tool_warnings 26 \
    gp_congestion 0.8935 \
    cts_max_path_buffers 3 \
    route.vias.total 30875 \
    drive_gt1_frac 0.1022 \
    hold_viol_final 0 \
    ys_async_sr_fraction 0 \
    cts_setup_buffers 0 \
    detail_route.wl_per_cell_um 28.64 \
    vias_per_cell 5.863 \
    top_area_frac 0.6307 \
    ys_cells 3386 \
    fin_crit_sh 0.8954 \
    antenna_found_initial 8 \
    busiest_layer "met2" \
    fin_cells 5266 \
    dr.pass1.iters 5 \
    top_cells_by_area "edfxtp_1, mux2i_1, a22oi_1" \
    critPathLaunchType "input pin" \
    synth_adder_area_share 0 \
    place_worst_setup_slack_ns 0.6235 \
    syn_to_final_growth_pct 14.84 \
    synth_seq_share 0.6307 \
    syn_inst 3386 \
    dp.cells 5072 \
    syn_area_sq_um 48760 \
    synthMuxAreaShare 0.2102 \
    flop_cell "edfxtp_1" \
    final_core_util 0.4649 \
    synth-edff-count 1024 \
    timing.fmax_ghz 0.1861 \
    ant_nets 0 \
    synth_xor_xnor_area_share 0 \
    drtIter0Drc 1752 \
    die-height_um 351.1 \
    critPathRequiredTime_ns 4.80 \
    num_rows 127 \
    clk_pin_slew_ns 0.07 \
    fp_util 0.4048 \
    path_max_fanout 33 \
    setup_ws_ns 0.6276 \
    met1_usage 0.3313 \
    syn_area_per_cell_sq_um 14.40 \
    synth_cell_type_count 24 \
    use_met2 0.3977 \
    maxSlewViolCount 0 \
    cts_tree "yes" \
    use_met3 0.1571 \
    io_pins 113 \
]
[report_power, final]
| part | total, mW | switching (mW) | leakage, nW | internal [mW] |
|---|---|---|---|---|
| Combinational | 1.53 | 0.927 | 9.76 | 0.603 |
| Clock | 6.29 | 2.70 | 1.59 | 3.58 |
| Sequential | 8.02 | 0.0401 | 9.25 | 7.98 |
| Total | 15.8 | 3.67 | 20.6 | 12.2 |
[layer usage]
layer | share of wire | up-vias
li1 | - | 13737
met1 | 0.36 | 15227
met2 | 0.47 | 1629
met3 | 0.14 | 272
met4 | 0.030 | 10
met5 | 0.00042 | -
[layout by cell type, fill, tap and decap left out, types with 64 or more instances in the layout]
cell	netlist	layout
mux2i_1	1024	1024
edfxtp_1	1024	1024
nand3_1	194	194
nand2_1	195	193
a22oi_1	192	192
a21oi_1	192	192
buf_4	57	139
a22o_1	128	128
clkdlybuf4s50_1	0	110
clkbuf_16	0	103
nor3_1	64	64
a31oi_1	64	64
[path summary, 6_finish.rpt]
path / from / endpoint / slack, ns / depth (start not counted)
max: rs2[2] / data_2[9] / 0.63 / 8
min: data_in[17] / regs[25][17] / 1.34 / 2
[worst max-delay path, stage by stage]
cell and delay, ns:
clkdlybuf4s50_1 0.70, and2_4 0.61, buf_12 0.34, a22o_1 0.17
nor3_1 0.06, a31oi_1 0.29, nand3_1 0.28, clkdlybuf4s50_1 0.48
[layout make-up]
| cell class | count | area, sq um | share of cell area |
|---|---|---|---|
| Antenna cell | 3 | 7.507 | 0.0001341 |
| Clock buffer | 130 | 2679 | 0.04784 |
| Clock inverter | 61 | 578.1 | 0.01032 |
| Multi-Input combinational cell | 2140 | 16890 | 0.3016 |
| Sequential cell | 1024 | 30750 | 0.5492 |
| Tap cell | 1612 | 2017 | 0.03602 |
| Timing Repair Buffer | 296 | 3075 | 0.05492 |
[stage by stage]
step / instance area, sq um / hold slack (ns)
6_report: 55990 / 1.336
5_1_grt: 55990 / 1.340
4_1_cts: 55990 / 1.301
3_5_place_dp: 52730 / 2.030
3_3_place_gp: 52730 / 2.027
2_1_floorplan: 48870 / 1.299
[kinds of logic (layout without fill, tap and decap cells)]
logic type	count (synthesis)	in the layout
mux	1024	1024
flops	1024	1024
compound gates	576	576
simple gates	508	508
buf+inv	253	487
other cells	1	35
Power is estimated from default activity; no workload was simulated.
