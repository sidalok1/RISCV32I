[flow/config.mk]
export PLATFORM = sky130hd
export DESIGN_NAME = immediateGenerator
export DESIGN_NICKNAME = immediateGenerator
export VERILOG_FILES = /design/flow/design.v
export SDC_FILE = /design/flow/constraint.sdc
export NUM_CORES = 4
export LEC_CHECK = 1
export CORE_AREA = 10 10 70 70
export DIE_AREA = 0 0 80 80
[flow/constraint.sdc]
current_design immediateGenerator

set clk_period 3.3
set clk_io_pct 0.2

create_clock -name clk0 -period $clk_period

set non_clock_inputs [all_inputs -no_clocks]
set_input_delay [expr $clk_period * $clk_io_pct] -clock clk0 $non_clock_inputs
set_output_delay [expr $clk_period * $clk_io_pct] -clock clk0 [all_outputs]
[flow/design.v]
module immediateGenerator (
    input [31:0] inst,
    output wire [31:0] imm
);
    localparam I = 5'b00001;
    localparam S = 5'b00010;
    localparam B = 5'b00100;
    localparam U = 5'b01000;
    localparam J = 5'b10000;
    localparam R = 5'b00000;
    reg [4:0] type;
    assign {imm[31]} = inst[31];
    assign {imm[30:20]} =
    (type & U) ?
        inst[30:20] : {11{inst[31]}};
    assign {imm[19:12]} =
    (type & (J | U)) ?
        inst[19:12] : {8{inst[31]}};
    assign {imm[11]} =
    (type & (I | S)) ?
        inst[31] : (type & B) ?
            inst[7] : (type & J) ?
                inst[20] : 0;
    assign {imm[10:5]} =
    (type & U) ?
        6'b0 : inst[30:25];
    assign {imm[4:1]} =
    (type & (I | J)) ?
        inst[24:21] : (type & (S | B)) ?
            inst[11:8] : 4'b0;
    assign {imm[0]} =
    (type & I) ?
        inst[20] : (type & S) ?
            inst[7] : 0;
    always @ (inst) case (inst[6:0])
            'b0010011, 'b0000011, 'b1110011, 'b1100111 :
                type = I;
            'b0100011 :
                type = S;
            'b1100011 :
                type = B;
            'b1101111 :
                type = J;
            'b0110111, 'b0010111 :
                type = U;
            default :
                type = R;
    endcase
endmodule
[flow/run.sh]
#!/bin/bash
# OpenROAD 26Q1-2900-gdf79404cd8, Yosys 0.63+post, stock flow scripts
make -C /OpenROAD-flow-scripts/flow DESIGN_CONFIG=/design/flow/config.mk WORK_HOME=/design/flow/orfs finish
==> notes.md <==
From the run reports.

- The run finished with clean final reports.
- The worst-case hold slack is 2.12 ns.
- The data arrival time of the critical path reads 2.39 ns.
- The wire length of the first global-routing pass reads 4.01 mm.
- The max-cap check violation count reads 0.
- The final timing report lists a max-slew violation count of 0.
- The worst setup slack after layout is 0.249 ns.
- Relative to the synthesized area, the layout overhead comes to 148%.
- The worst setup path is of the in -> out kind.
- The gate count of the mapped netlist is 67.
- The number of antenna violations at the first check in global routing came to 0.
- Dividing total power by cell area gives a power density of 104 mW/mm2.
- Setup repair after global routing left no endpoint under its margin.
- Per the detail_route report, DRC violations left total 0.
- The width of the chip is 80 um.
- The distinct cell type count of the synthesized netlist reads 32.
- STA classifies the critical path endpoint as a primary output.
- The antenna cell count reads 0.
- The final weighted congestion of routability-driven global placement reads 0.810.
- Of the post-synthesis cell area, the dominant cell type holds 0.158.
- For this run, the number of standard cells in the final layout without fillers is 181.
- The number of buffers added on ports is 64.
- The worst setup path is launched from an input port.
- Looking at the critical path, the highest net fanout was 17.
- At the worst endpoint, the required time is 2.64 ns.
- The main area contributors are a21o_1 16%, a41o_1 15%, nor2b_1 7.2%.
- The count of final hold-check violations is 0.
- The number of detailed-routing iterations run before antenna repair is 3.
- The yosys-reported design area after synthesis reads 523 um2.
- The final setup violation count is 0.
- The final cycle utilization of the critical path is 0.925.
- The most frequent cell after synthesis reads a21o_1.
- The die footprint reads 0.00640 mm2.
- The static leakage power reads 0.578 nW.
- The post-layout utilization of the core reads 0.379.
- The number of antenna-violating nets in the routed design reads 0.
- The total number of vias is 789.
- The register share after synthesis is 0.
- The die is 80 um tall.
- The initialized floorplan defines 21 standard-cell rows.
- 64 I/O pins were placed.
- The endpoint of the worst hold path is imm[0].
- There are 0 flip-flops and latches.
- The overall power of the completed layout is 0.135 mW.
- The total half-perimeter wirelength after legalization and detailed placement is 2.24 mm.
- The number of vias per cell after detailed routing reads 4.36.
- The source of the worst hold timing path reads inst[3].
- The warning total across the stage logs reads 32.
- The summed negative setup slack over all endpoints reads 0 ns.
- The start point of the critical path reads inst[0].
- The number of cells in Yosys stat is 67.
- The first routing iteration left 20 violations.
- The final-layout clock buffer total is 0.
- The path class of the lowest-slack min-delay path is in -> out.
- The final layout contains routed wiring with a total length of 2.58 mm.
- The warning tally printed by Yosys for this design is 1.
- The slew at the pin closest to its max-slew limit is 0.446 ns.
- The cell taking the most area after synthesis is a21o_1.
- The overall global routing resource usage reads 0.0734.
- Once placement finished, the instance area stood at 0.00126 mm2.
- The maximum VDD drop is 0.0000371 V.
- After global routing the overflow that remains totals 0.
- Counting I/O delays and the setup requirement, the final critical path takes 3.05 ns.
- The mapped cell area reads 523 um2.
- Entering global routing, the biggest net connects 18 pins.
- The commonest cells after synthesis are 11 x a21o_1, 8 x a41o_1, 6 x nor2b_1.
- The headroom to the max-slew limit reads 0.702.
- The number of instances on the worst hold path is 5.
- Per the final layout report, the fraction of cells sized above drive strength 1 comes to 0.170.
- Per the OpenROAD floorplan log, the area of the core is 0.00342 mm2.
- The via count of the first global-routing pass is 818.
- The design area reads 0.00129 mm2.
- The worst setup slack after placement reads 0.0443 ns.
- The number of placed instances, taps included reads 180.
- The number of hold-repair buffers added at the cts stage reads 0.
- The floorplan core density is 0.153.
- The sequential cell area reads 0 um2.
- The achievable clock frequency reads 0.328 GHz.
- A synthesized cell averages 7.81 um2.
- The routed wirelength normalized by instance count reads 14.2 um.
-- final cells by class --
cell class	instances	area (um2)
fill	344	2120
tap	46	57.6
timing repair buffer	75	739
inverter	2	7.51
multi-input combinational	58	490
-- metal layers --
layer | wire, um | vias up | GRT usage
met3 | 334 | 0 | 0.0318
met1 | 1160 | 348 | 0.0962
li1 | - | 402 | -
met2 | 1090 | 39 | 0.116
met4 | 0 | 0 | 0
met5 | 0 | - | 0
-- logic make-up (layout without fill, tap and decap cells) --
| family | after synthesis | in the layout | share of synthesized area |
|---|---|---|---|
| XOR/XNOR | 1 | 1 | 0.0167 |
| AND-OR/OR-AND | 31 | 31 | 0.541 |
| buffers and inverters | 9 | 77 | 0.0885 |
| AND/OR/NAND/NOR | 26 | 26 | 0.354 |
-- worst max path at each step --
stage	end	slack, ns
after global routing	imm[21]	0.12
final	imm[29]	0.25
after CTS	imm[18]	0.02
-- placed cells by master (no fill, tap or decap), types with 2 or more instances in the layout --
cell / instances
a21o_1: 11
a22o_1: 4
dlymetal6s2s_1: 5
a41o_1: 8
nor2_1: 3
nand2_2: 2
nor2b_1: 6
clkdlybuf4s50_1: 59
a31oi_4: 2
buf_4: 10
or3_1: 2
nand2b_1: 3
-- power breakdown --
group          internal, mW  total, mW  switching (mW)
registers                 0          0               0
logic                0.0912      0.135          0.0438
clock network             0          0               0
-- worst max-delay path, cell delays in order --
cell	delay (ns)
clkdlybuf4s50_1	0.49
nand2_2	0.13
nor4_4	0.29
buf_6	0.21
a21o_1	0.13
clkdlybuf4s50_1	0.47
-- repair_timing --
item                                   4_1_cts  5_1_grt
setup endpoints to repair                    0       24
endpoints found under the hold margin        0        0
setup buffers                                0        1
gates resized                                0        8
Power is estimated from default activity; no workload was simulated.
